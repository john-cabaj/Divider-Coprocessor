==> flow/design.v <==
module endpoint(output[39:0] dout, output[7:0] a, output send, rx_ack, rd, wr, inout[15:0] d, input[39:0] din, input tx_ack, dav, rdy, irq, clk, clr);
  wire[39:0] r_dout, c_dout;
  wire out_data, s_dav;
  receiver_interface r(.rx_ack(rx_ack), .s_dav(s_dav), .dav(dav), .clk(clk), .clr(clr));
  coprocessor_interface c(.dout(dout), .a(a), .out_data(out_data), .rd(rd), .wr(wr), .d(d), .din(din), .s_dav(s_dav), .rx_ack(rx_ack), .rdy(rdy), .tx_ack(tx_ack), .irq(irq), .clk(clk), .clr(clr));
  transmitter_interface t(.send(send), .tx_ack(tx_ack), .out_data(out_data), .clk(clk), .clr(clr));
endmodule
module receiver_interface(output reg rx_ack, s_dav, input dav, clk, clr);
  always@(posedge clk, posedge clr) begin
    if(clr)
      s_dav <= 1'b0;
    else
      s_dav <= dav;
  end
  always@(posedge clk, posedge clr) begin
    if(clr) begin
      rx_ack <= 1'b0;
    end
    else if(s_dav) begin
      rx_ack <= 1'b1;
    end
    else if(~s_dav) begin
      rx_ack <= 1'b0;
    end
    else begin
      rx_ack <= rx_ack;
    end
  end
endmodule
module coprocessor_interface(output reg[39:0] dout, output reg[7:0] a, output reg out_data, rd, wr, inout[15:0] d, input[39:0] din, input s_dav, rx_ack, rdy, tx_ack, irq, clk, clr);
  localparam IDLE = 2'd0, WRITE = 2'd1, READ = 2'd2, INT = 2'd3;
  reg[1:0] state, next_state;
  reg[39:0] data;
  wire[15:0] read_data, write_data;
  reg interr, prev_irq;
  assign read_data = rd ? d : 16'bz;
  assign d = wr ? data[15:0] : 16'bz;
  always@(posedge clk) begin
    if(clr) begin
      prev_irq <= 1'b0;
      interr <= 1'b0;
    end
    else begin	
      prev_irq <= irq;						 
      if(irq < prev_irq)
        interr <= 1'b1;
      else if((state == INT) && interr)
        interr <= 1'b0;
      else
        interr <= interr;
    end
  end
  always@(posedge clk, posedge clr) begin
    if(clr)
      data <= 40'b0;
    else if((state == IDLE) && s_dav)
      data <= din;
    else
      data <= data;
  end
  always@(posedge clk, posedge clr) begin
    if(clr)
      dout <= 40'b0;  
    else if((state == INT) && interr) 
      dout <= {8'b00000, 8'd3, data[23:16], data[15:0]};
    else if(rd && rdy)
      dout <= {data[39:32], 8'd2, data[23:16], read_data};
    else
      dout <= dout;
  end
  always@(posedge clk, posedge clr) begin
    if(clr) begin
      state <= IDLE;
    end
    else
      state <= next_state;
  end
  always@(*) begin
    case(state)
      IDLE:
        if(interr)
          next_state = INT;
        else if(rx_ack) begin
          case(data[31:24])
			8'd0:
              next_state = READ;
    		8'd1:
              next_state = WRITE;
            default
              next_state = IDLE;
          endcase
        end
        else
          next_state = IDLE;
      WRITE:
        if(rdy)
          next_state = IDLE;
        else
          next_state = WRITE;
      READ:
        if(rdy)
          next_state = IDLE;
        else
          next_state = READ;
      default:
        next_state = IDLE;
    endcase
  end
  always@(*) begin
    rd = 1'b0;
    wr = 1'b0;
    a = 8'b0;
    out_data = 1'b0;
    case(state)
      IDLE:
        if(rx_ack) begin
          case(data[31:24])
            8'd0: begin
              rd = 1'b1;
              a = data[23:16];
            end
            8'd1: begin
              wr = 1'b1;
              a = data[23:16];
            end
          endcase
        end
      WRITE:
        if(!rdy) begin
          wr = 1'b1;
          a = data[23:16];
        end  
      READ:
        if(!rdy) begin
          rd = 1'b1;
          a = data[23:16];      
        end 
        else begin
          out_data = 1'b1;
          rd = 1'b1;
          a = data[23:16];
        end
      INT:
        out_data = 1'b1;
      endcase
  end
endmodule
module transmitter_interface(output reg send, input tx_ack, out_data, clk, clr);
  reg s_tx_ack;
  always@(posedge clk, posedge clr) begin
    if(clr)
      s_tx_ack <= 1'b0;
    else
      s_tx_ack <= tx_ack;
  end
  always@(posedge clk, posedge clr) begin
    if(clr)
      send <= 1'b0;
    else if(out_data)
      send <= 1'b1;
    else if(s_tx_ack)
      send <= 1'b0;
    else
      send <= send;
  end
endmodule
==> flow/run.sh <==
#!/bin/bash
# OpenROAD 26Q1-2900-gdf79404cd8, Yosys 0.63+post, stock flow scripts
make -C /OpenROAD-flow-scripts/flow DESIGN_CONFIG=/design/flow/config.mk WORK_HOME=/design/flow/orfs finish
==> flow/config.mk <==
export PLATFORM = sky130hd
export DESIGN_NAME = endpoint
export DESIGN_NICKNAME = endpoint
export VERILOG_FILES = /design/flow/design.v
export SDC_FILE = /design/flow/constraint.sdc
export NUM_CORES = 4
export LEC_CHECK = 1
export CORE_UTILIZATION = 50
==> flow/constraint.sdc <==
current_design endpoint

set clk_period 7.8
set clk_io_pct 0.2

create_clock -name clk0 -period $clk_period [get_ports {clk}]

set non_clock_inputs [all_inputs -no_clocks]
set_input_delay [expr $clk_period * $clk_io_pct] -clock clk0 $non_clock_inputs
set_output_delay [expr $clk_period * $clk_io_pct] -clock clk0 [all_outputs]
==> out/results.txt <==
last stage reached: clock tree synthesis (4_1_cts)
Die Ht: 84.7 um
die width: 84.7 um
Post-Syn Instances: 221
Distinct cells, synth: 35
Port-buffer cells: 91
CTS Sinks: 84
Commonest cells post-synth: 81 x dfrtp_1, 42 x mux2_2, 19 x mux2_4
Synth async-reset ratio: 97.6%
Post-CTS Setup Bufs: 0
main flop type after synthesis: dfrtp_1
io pins: 114
clock root cell: clkbuf_8
row cnt: 29
Post-synth area hogs: dfrtp_1 59%, mux2_2 14%, mux2_4 8.4%
Top cell area share: 59.3%
DPL Wire Length: 4100 um
# Cells Yosys: 221
cts hold-fix bufs: 0
Post-CTS Resized: 0
status: aborted with a tool error
DP Worst Slack: 3.17 ns
Post-synth EDFFs: 0
gpl congestion: 0.883
Ys Warns: 5
Synth Seq Share: 61.3%
Run Error: [error] [KeplerFormal.cpp:679] Workflow failed: Iso has multiple drivers: .d0, d[0]$_DFFE_PP0P_.Q0
cell taking the most area after synthesis: dfrtp_1
yosys stat chip area: 3420 um^2
Synth Cell Area: 3420 um^2
fp_density: 52.9%
most common cell in the netlist: dfrtp_1
Synth flops: 84
H-tree levels: 3
Num CTS Buffers: 9
Max Buffers Root-to-Sink: 2
post-synthesis area per instance: 15.5 um^2
kinds of logic after synthesis:
logic type / synth area share, %
compound gates: 2.60
buf+inv: 4.07
flops: 61.3
other cells: 0.110
mux: 25.5
simple gates: 6.41
metrics by stage:
stage | hold slack [ns] | instance area (um^2) | utilization [%] | total power, W | cells
2_1_floorplan | 0.354 | 3430 | - | 0.000945 | 226
3_3_place_gp | 0.390 | 4360 | 67.5 | 0.00119 | 384
3_5_place_dp | 0.394 | 4360 | 67.5 | 0.00120 | 384
Power figures rest on the tool's default switching activity, not on a simulated workload.
