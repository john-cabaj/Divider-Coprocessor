--- design/flow/config.mk ---
export PLATFORM = sky130hd
export DESIGN_NAME = divider
export DESIGN_NICKNAME = divider
export VERILOG_FILES = /design/flow/design.v
export SDC_FILE = /design/flow/constraint.sdc
export NUM_CORES = 4
export LEC_CHECK = 1
export CORE_UTILIZATION = 30
--- design/flow/constraint.sdc ---
current_design divider

set clk_period 10.9
set clk_io_pct 0.2

create_clock -name clk0 -period $clk_period [get_ports {clk}]

set non_clock_inputs [all_inputs -no_clocks]
set_input_delay [expr $clk_period * $clk_io_pct] -clock clk0 $non_clock_inputs
set_output_delay [expr $clk_period * $clk_io_pct] -clock clk0 [all_outputs]
--- design/flow/design.v ---
module divider(inout [15:0] d, output irq, rdy, input [1:0] a, input rd, wr, clk, clr);
  wire [15:0] numMS, numLS, den, status, remainder, quotient;
  wire ex_div, read;
  reg_file r(.d(d), .ex_div(ex_div), .read(read), .rdy(rdy), .numLS(numLS), .numMS(numMS), .den(den), .status(status), .remainder(remainder), .quotient(quotient), .wr(wr), .rd(rd), .clr(clr), .clk(clk), .addr(a));
  division_unit div(.numLS(numLS), .numMS(numMS), .den(den), .ex_div(ex_div), .rd(read), .clr(clr), .clk(clk), .quo(quotient), .rem(remainder), .status(status), .irq(irq));
endmodule
module reg_file(inout [15:0] d, output ex_div, read, output reg rdy, output reg [15:0] numLS, numMS, den, input [15:0] status, remainder, quotient, input wr, rd, clr, clk, input [1:0] addr);
  reg [15:0] data;
  wire [15:0] wr_data;
  wire [15:0] reg_status, reg_rem, reg_quo;
  assign ex_div = (wr && (addr == 2'd3)) ? 1'b1 : 1'b0;
  assign d = rd ? data : 16'bz;
  assign wr_data = wr ? d : 16'bz;
  assign read = (rd && (addr == 2'd3)) ? 1'b1 : 1'b0;
  always@(posedge clk, posedge clr) begin
    if (clr) begin
      numLS <= 16'b0;
      numMS <= 16'b0;
      den <= 16'b0;
      rdy <= 1'b0;
      data <= 16'b0;
    end
    else begin
      data <= 16'bz;
      rdy <= 1'b0;
      if(addr == 2'd0) begin
        if(wr) begin
          numLS <= wr_data;
          rdy <= 1'b1;
        end
        else if(rd) begin
          data <= status;
          rdy <= 1'b1;
        end
      end
      else if(addr == 2'd1) begin
        if(wr) begin
          numMS <= wr_data;
          rdy <= 1'b1;
        end
        else if(rd) begin
          data <= 16'd0;
          rdy <= 1'b1;
        end
      end
      else if(addr == 2'd2) begin
        if(wr) begin
          den <= wr_data;
          rdy <= 1'b1;
        end
        else if(rd) begin
          data <= remainder;
          rdy <= 1'b1;
        end
      end
      else if(addr == 2'd3) begin
        if(rd) begin
          data <= quotient;
          rdy <= 1'b1;
        end
        if(wr) begin
          rdy <= 1'b1;
        end
      end
    end
  end
endmodule
module division_unit(input [15:0] numLS, numMS, den, input ex_div, rd, clr, clk, output [15:0] status, output reg [15:0] quo, rem, output reg irq);
  localparam IDLE = 5'd0, DIVIDE = 5'd1, STOP = 5'd17;
  reg [4:0] state, next_state;
  reg [32:0] numerator, denominator, tc_denominator;
  reg [32:0] sub_result;
  reg [15:0] quotient, remainder;
  reg overflow, div_zero;
  assign status = {13'b0, overflow, div_zero, ~irq};
  reg [4:0] end_early;
  always@(posedge clk, posedge clr) begin
    if(clr) begin
      state <= IDLE;
      quo <= 16'b0;
      rem <= 16'b0;
      numerator <= 33'b0;
      denominator <= 33'b0;
      tc_denominator <= 33'b0;
      quotient <= 16'b0;
      remainder <= 16'b0;
      overflow <= 1'b0;
      div_zero <= 1'b0;
      end_early <= 1'b0;
    end
    else begin
      state <= next_state;
      if(state == IDLE) begin
          numerator <= {1'b0, numMS, numLS};				 
          denominator <= {1'b0, den, 16'b0};				 
          tc_denominator <= ~{1'b0, den, 16'b0} + 1'b1;		 
          quotient <= 16'b0;			
          remainder <= 16'b0;
          overflow <= 1'b0;
          div_zero <= 1'b0;
          end_early <= 1'b0;
          if(ex_div) begin
            if(numMS >= den) begin
              overflow <= 1'b1;
            end
            if(den == 16'b0) begin
              div_zero <= 1'b1;
            end
          end
      end
      else if(state != STOP) begin
        quotient <= {quotient[14:0], ~sub_result[32]};
        if(sub_result[32])
          numerator <= sub_result + denominator;
        else if(sub_result == 33'b0)
          end_early <= state;
        else
          numerator <= sub_result;
      end
      else begin
        if(ex_div) begin
          numerator <= {1'b0, numMS, numLS};				 
          denominator <= {1'b0, den, 16'b0};				 
          tc_denominator <= ~{1'b0, den, 16'b0} + 1'b1;		 
          quotient <= 16'b0;
          remainder <= 16'b0;
          overflow <= 1'b0;
          div_zero <= 1'b0;
          end_early <= 1'b0;
          if(numMS >= den) begin
            overflow <= 1'b1;
          end
          if(den == 16'b0) begin
            div_zero <= 1'b1;
          end
        end
        else begin
          if(end_early != 4'd0) begin
            quo <= (quotient << ((STOP-1'b1) - end_early));		 
            rem <= 16'b0;										 
          end
          else begin
            quo <= quotient;
            rem <= numerator[31:16];
          end
        end
      end
    end
  end
  always@(*) begin
    irq = 1'b1;
    sub_result = 32'b0;
    case(state)
      IDLE:
        if(ex_div) begin
          next_state = DIVIDE;
        end
        else
          next_state = IDLE;
      STOP: begin
        irq = 1'b0;									 
        if(rd) begin
          next_state = IDLE;
        end
        else if(ex_div) begin
          next_state = DIVIDE;
        end
        else
          next_state = STOP;
      end
      default: begin
        sub_result = {numerator[31:0], 1'b0} + tc_denominator;
        if(sub_result == 33'b0 || overflow || div_zero)
          next_state = STOP;
        else if(sub_result[32]) begin
          next_state = state + 1'b1;
        end
        else begin
          next_state = state + 1'b1;
        end
      end
    endcase
  end
endmodule
--- design/flow/run.sh ---
#!/bin/bash
# OpenROAD 26Q1-2900-gdf79404cd8, Yosys 0.63+post, stock flow scripts
make -C /OpenROAD-flow-scripts/flow DESIGN_CONFIG=/design/flow/config.mk WORK_HOME=/design/flow/orfs finish
==> impl_summary.log <==
[metrics] run summary
[metrics] Die Wd: 192 microns
[metrics] error that ended the run: [error] [KeplerFormal.cpp:679] Workflow failed: Iso has multiple drivers: .d0, d[0]$_DFF_PP0_.Q0
[metrics] Final Wtd Congestion: 0.907
[metrics] yosys stat cell total: 1,117
[metrics] Core Rows: 69
[metrics] sequential cell area fraction in the yosys report: 0.438
[metrics] clock tree root buffer cell: sky130_fd_sc_hd__clkbuf_16
[metrics] Synth async-reset ratio: 1.00
[metrics] flip-flop cell with the highest count after synthesis: sky130_fd_sc_hd__dfrtp_1
[metrics] Final HPWL DP: 19,200 microns
[metrics] Initial Utilization: 0.304
[metrics] Chip Area, Yosys: 10,800 sq um
[metrics] Distinct cells, synth: 70
[metrics] cells after synthesis: 1,117
[metrics] run status: stopped before the end
[metrics] Post-Syn Area: 10,800 sq um
[metrics] Synth warnings: 5
[metrics] Synth Area per Inst: 9.66 sq um
[metrics] number of synthesized flops with an enable pin: 0
[metrics] CTS H-tree lvls: 4
[metrics] cts hold-fix bufs: 0
[metrics] number of clock sinks: 189
[metrics] total clock buffers created by CTS: 17
[metrics] I/O Pins: 24
[metrics] post-CTS setup repair buffer count: 0
[metrics] last step reached: clock tree synthesis
[metrics] number of gates resized after cts: 0
[metrics] CTS Buffer Depth: 2
[metrics] number of buffers inserted by port buffering: 7
[metrics] count of state elements after synthesis: 189
[metrics] y dimension of the die: 192 microns
synth_stat cells, drive strengths merged (3+ instances only):
master | count | area share
nor3 | 20 | 0.0097
and2 | 12 | 0.0070
nor4 | 10 | 0.0058
o21a | 6 | 0.0042
nand2 | 144 | 0.050
buf | 13 | 0.0060
nor3b | 3 | 0.0021
a21oi | 38 | 0.018
and3 | 5 | 0.0029
o21ai | 110 | 0.052
o31ai | 8 | 0.0056
mux4 | 3 | 0.0063
o211a | 3 | 0.0035
nand3 | 19 | 0.0088
inv | 36 | 0.013
clkbuf | 43 | 0.015
mux2 | 60 | 0.063
nand3b | 3 | 0.0021
ha | 52 | 0.060
or3 | 7 | 0.0041
xor2 | 10 | 0.0081
a21o | 19 | 0.013
dfrtp | 189 | 0.44
nand4 | 6 | 0.0041
o211ai | 9 | 0.0063
or2 | 3 | 0.0017
nor2b | 22 | 0.013
nor2 | 91 | 0.032
a221oi | 15 | 0.012
xnor2 | 31 | 0.027
a31oi | 10 | 0.0058
mux2i | 41 | 0.038
a211oi | 16 | 0.012
nand2b | 5 | 0.0029
and4 | 3 | 0.0024
a22o | 22 | 0.018
per-stage QoR:
stage	instances	hold WS [ps]	util	setup WS, ps	cell area [sq um]
floorplan	1117	446	-	3580	10800
global placement	1544	463	0.320	6010	11400
detailed placement	1544	470	0.320	5940	11400
cell families after synthesis:
family / share of synthesized area
AND/OR/NAND/NOR: 0.153
multiplexers: 0.107
adder cells (fa/ha/maj): 0.0640
XOR/XNOR: 0.0350
AND-OR/OR-AND: 0.169
flip-flops: 0.438
buffers and inverters: 0.0335
