### design/flow/design.v
module tx(output sd_out, ack, input [39:0] din, input [7:0] device_id, input send, clk, clr);
  wire [47:0] reg_data;
  wire ready, hold, t_sd_out, past_header;
  send_ack sa(.reg_data(reg_data), .ack(ack), .din(din), .device_id(device_id), .send(send), .clk(clk), .clr(clr));
  transmitter t(.sd_out(t_sd_out), .past_header(past_header), .reg_data(reg_data), .ack(ack), .hold(hold), .clk(clk), .clr(clr));
  bit_stuffer bs(.sd_out(sd_out), .hold(hold), .sd_in(t_sd_out), .past_header(past_header), .clk(clk), .clr(clr));
endmodule
module send_ack(output reg [47:0] reg_data, output reg ack, input [39:0] din, input [7:0] device_id, input send, clk, clr);
  localparam IDLE = 1'b0, ACK = 1'b1;
  reg state, next_state;
  reg reg_send; 
  always@(posedge clk, posedge clr) begin
    if(clr) begin
      reg_data <= 1'b0;
      reg_send <= 1'b0;
    end
    else begin
      reg_data <= {device_id, din};
      reg_send <= send;
    end
  end
  always@(posedge clk, posedge clr) begin
    if(clr)
      state <= IDLE;
    else
      state <= next_state;
  end
  always@(*) begin
    ack = 1'b0;
    case(state) 
      IDLE:
        if(reg_send) begin
          next_state = ACK;
          ack = 1'b1;
        end
        else
          next_state = IDLE;
      ACK:
        if(!reg_send) begin
          next_state = IDLE;
        end
        else begin
          next_state = ACK; 
          ack = 1'b1;
        end
    endcase
  end  
endmodule
module transmitter(output sd_out, past_header, input [47:0] reg_data, input ack, hold, clk, clr);
  localparam IDLE = 6'd0, HEADER = 6'd5, STOP = 6'd59;
  reg [5:0] state, next_state;
  reg [58:0] shifter;
  wire [58:0] frame;
  reg pending;  
  wire ld_shifter;  
  reg parity_count, prev_ack;  
  wire parity;
  assign frame = {5'b00000, 1'b0, reg_data[31:0], reg_data[39:32], reg_data[47:40], 5'b11111};  
  assign past_header = (state > HEADER) ? 1'b1 : 1'b0; 
  assign sd_out = (state == 6'd54) ? parity : shifter[0]; 
  assign parity = parity_count;  
  assign ld_shifter = ((ack || pending) && (state == IDLE)) ? 1'b1 : 1'b0;  
  always@(posedge clk, posedge clr) begin
    if(clr)
      parity_count <= 1'b0;
    else if(state <= HEADER)
      parity_count <= 1'b0;
    else
      if(!hold)
        parity_count <= (shifter[0] ^ parity_count);
      else
        parity_count <= parity_count;
  end
  always@(posedge clk, posedge clr) begin
    if (clr) begin
      shifter <= 59'b0;
      state <= IDLE;
    end
    else if (ld_shifter) begin
      shifter <= frame;
      state <= 1'b1;
    end
    else if (!hold) begin
      state <= next_state;
      shifter <= {1'b0, shifter[58:1]};
    end
    else begin
      shifter <= shifter;
    end
  end
  always @(posedge clk, posedge clr) begin
    if(clr)
      prev_ack <= 1'b0;
    else
      prev_ack <= ack;
  end
  always@(posedge clk, posedge clr) begin
    if(clr)
      pending <= 1'b0;
    else if(prev_ack < ack) 
      if(state != IDLE)
        pending <= 1'b1;
      else
        pending <= 1'b0;
    else if (state == IDLE)
        pending <= 1'b0;
    else
      pending <= pending;
  end
  always@(state) begin
    case(state)
      IDLE:
        if(ack || pending)
          next_state = 6'd1;
        else
          next_state = IDLE;
      HEADER:
        next_state = state + 6'd1;
      STOP:
        next_state = IDLE;
      default
        next_state = state + 6'd1;
    endcase
  end
endmodule
module bit_stuffer(output sd_out, output reg hold, input sd_in, past_header, clk, clr);
  localparam IDLE = 3'd0, STUFF = 3'd4;
  reg [2:0] state, next_state;
  reg stuff_zero;  
  assign sd_out = (stuff_zero) ? 1'b0 : sd_in;
  always@(posedge clk, posedge clr) begin
    if(clr)
      state <= IDLE;
    else
      if(past_header)
        state <= next_state;
  end
  always@(*) begin
    hold = 1'b0;
    stuff_zero = 1'b0;
    case(state)
      IDLE:
        if(!sd_in)
          next_state = IDLE;
        else
          next_state = state + 3'd1;
      STUFF: begin
        next_state = IDLE;
        stuff_zero = 1'b1;
        hold = 1'b1;
      end
      default
        if(!sd_in)
          next_state = IDLE;
        else
          next_state = state + 3'd1;
    endcase
  end
endmodule
### design/flow/run.sh
#!/bin/bash
# OpenROAD 26Q1-2900-gdf79404cd8, Yosys 0.63+post, stock flow scripts
make -C /OpenROAD-flow-scripts/flow DESIGN_CONFIG=/design/flow/config.mk WORK_HOME=/design/flow/orfs finish
### design/flow/config.mk
export PLATFORM = sky130hd
export DESIGN_NAME = tx
export DESIGN_NICKNAME = tx
export VERILOG_FILES = /design/flow/design.v
export SDC_FILE = /design/flow/constraint.sdc
export NUM_CORES = 4
export LEC_CHECK = 1
export CORE_UTILIZATION = 30
### design/flow/constraint.sdc
current_design tx

set clk_period 7.2
set clk_io_pct 0.2

create_clock -name clk0 -period $clk_period [get_ports {clk}]

set non_clock_inputs [all_inputs -no_clocks]
set_input_delay [expr $clk_period * $clk_io_pct] -clock clk0 $non_clock_inputs
set_output_delay [expr $clk_period * $clk_io_pct] -clock clk0 [all_outputs]
==> flow_summary.json <==
{
  "status": "finished, final reports clean",
  "yosys_area_um2": 4350,
  "clk_pin_slew_worst_paths_ns": 0.05,
  "fin_ws_ns": 3.52,
  "hold_class": "reg -> reg",
  "p_leak_nw": 2.50,
  "fillers": 1333,
  "ys_types": 37,
  "drv_slew": 0,
  "tightestPinTransition_ns": 0.832,
  "totalWireLength_um": 7070,
  "synthCells": 358,
  "antenna-diode-count": 0,
  "core_um2": 14000,
  "slowest_delay_ns": 0.47,
  "grt_pass1_vias": 2757,
  "p_int_mw": 1.68,
  "crit_type": "reg -> out",
  "setup_viol": 0,
  "grt_max_degree": 100,
  "log.warning_count": 29,
  "grt.overflow.total": 0,
  "flop_cell": "dfrtp_1",
  "top_area_share_pct": 65.6,
  "chip_area_um2": 15000,
  "r2r_setup_slack_ns": 4.49,
  "wire_per_inst_um": 11.7,
  "min-delay-start": "sa.reg_data[31]$_DFF_PP0_",
  "fin_skew_ns": 0.00620,
  "synth_area_per_cell_um2": 12.1,
  "place_ws_ns": 3.92,
  "root_buffer": "clkbuf_16",
  "timing.final.crit_share_pct": 51.2,
  "powerDensity_nw_per_um2": 417,
  "finalCriticalPeriod_ns": 3.68,
  "cp-start-kind": "flip-flop",
  "cp_cell_sequence": "inv_1 > ha_1 > and2_2 > buf_4 > nor2_1 > clkdlybuf4s50_1",
  "synth-edff-count": 0,
  "whs_ns": 0.436,
  "row_count": 43,
  "drc": 0,
  "p_clk_share_pct": 38.2,
  "endpoint_kind": "output port",
  "cts_made_buffers": 17,
  "hold_depth": 2,
  "combPwrFrac_pct": 22.5,
  "via_per_inst": 4.44,
  "hold_viol_final": 0,
  "die_width_um": 122,
  "yosysMostFrequentCell": "dfrtp_1",
  "ys_top_cells_by_area": "dfrtp_1 66%, mux2i_1 11%, nand2_1 5.8%",
  "ant_nets": 0,
  "worstRegToRegCells": 7,
  "postCtsSetupRepairBufs": 0,
  "cts_tree": "done",
  "swShare_pct": 28.6,
  "yosys.area.top_type": "dfrtp_1",
  "reg2reg_to": "t.state[5]$_DFFE_PP0P_",
  "setup-tns-final_ns": 0,
  "seqPwrFrac_pct": 39.3,
  "drt-initial-drc-count": 132,
  "ys_cells": 358,
  "cts_buffer_depth": 2,
  "cts-htree-levels": 4,
  "async_flop_share_pct": 100,
  "slew-limit-headroom_pct": 44.6,
  "grt_setup_unrepaired": "no",
  "track_usage_pct": 10.7,
  "maxCapViolCount": 0,
  "grt_pass1_wl_um": 12500,
  "switching_power_mw": 0.675,
  "postCtsHoldBufs": 0,
  "arrival_ns": 2.24,
  "cts_sinks": 114,
  "netlist_top_cells_count": "114 x dfrtp_1, 67 x nand2_1, 48 x mux2i_1",
  "syn_area_um2": 4350,
  "clkLatencyLatePin_ns": 0.40,
  "drt-pass1-iter-count": 4,
  "synth_seq_share_pct": 65.6,
  "required_ns": 5.76,
  "slowest_stage": "buf_4",
  "io_buffers": 52,
  "gp_congestion": 0.733,
  "antenna_found_initial": 0,
  "dp_hpwl_um": 4200,
  "fp_util_pct": 31.1,
  "ys_warn_count": 3,
  "numSynthFlops": 114,
  "syn2layout_area_growth_pct": 30.3,
  "worstPathMaxFanout": 40,
  "die_h_um": 122,
  "drive_gt1_share_pct": 9.65,
  "min_to": "t.shifter[52]$_DFFE_PP0P_",
  "irDropWorstVdd_uv": 178,
  "ios": 53,
  "r2r-start": "t.state[0]$_DFFE_PP0P_",
  "cts_resized": 0,
  "vias": 2685,
  "fmax_ghz": 0.271
}
## power groups by stage
stage	Combinational, mW	Sequential, mW	Clock, mW
finish	0.531	0.928	0.901
global route	0.615	0.952	0.952
CTS	0.540	0.929	0.921
## state kept, by name, indices dropped and copies added (netlist names)
name,count
t.prev_ack,1
t.state,6
t.shifter,53
sa.reg_send,1
bs.state,3
sa.reg_data,48
t.parity_count,1
t.pending,1
## worst max-delay path by stage
stage / slack, ns / end / depth (start not counted) / startpoint
4_1_cts: 3.47 / sd_out / 6 / bs.state[0]$_DFFE_PP0N_
5_1_grt: 3.35 / sd_out / 6 / bs.state[0]$_DFFE_PP0N_
6_report: 3.52 / sd_out / 6 / bs.state[0]$_DFFE_PP0N_
## area by class of cell
cell class              count  area, µm²  share of cell area [%]
flip-flops and latches    114       2850                    50.4
multi-input cells         216       1350                    23.9
repair buffers             57        558                    9.85
clock buffers              18        439                    7.75
well taps                 180        225                    3.98
clock inverters            14        211                    3.73
inverters                   6       25.0                   0.442
## stage by stage
stage / area (µm²) / util [%] / power, mW / instances
2_1_floorplan: 4350 / - / 1.35 / 358
3_3_place_gp: 5010 / 35.8 / 1.44 / 573
3_5_place_dp: 5010 / 35.8 / 1.47 / 573
4_1_cts: 5660 / 40.5 / 2.39 / 605
5_1_grt: 5660 / 40.5 / 2.52 / 605
6_report: 5660 / 40.5 / 2.36 / 605
## cell usage in the layout (no fill, tap or decap), drive strengths merged, types with 5 or more instances in the layout
master           n
dfrtp          114
nand2           67
clkdlybuf4s50   52
o21ai           51
mux2i           48
clkbuf          18
nor2             7
nand3            6
ha               6
inv              6
bufinv           5
clkinvlp         5
buf              5
## per-layer routing
layer | routed length, µm | global-route usage [%] | up-vias
li1 | - | - | 1337
met1 | 3410 | 15.8 | 1278
met2 | 3220 | 16.4 | 60
met3 | 342 | 3.13 | 10
met4 | 89 | 1.52 | 0
met5 | 0 | 0 | -
## critical path, delay by kind of cell, from the launching register on
| family | cells | cell delay, ns |
|---|---|---|
| adder cells (fa/ha/maj) | 1 | 0.17 |
| buffers and inverters | 3 | 1.00 |
| flip-flops | 1 | 0.41 |
| AND/OR/NAND/NOR | 2 | 0.25 |
## cell families after synthesis
family | after synthesis | synth area share, %
buffers and inverters | 28 | 3.25
xor gates and xnor gates | 1 | 0.202
AOI/OAI and AO/OA | 65 | 8.44
DFF | 114 | 65.6
adders and majority gates | 6 | 1.73
and+or+nand+nor | 96 | 9.68
muxes | 48 | 11.1
No activity file was given, so power comes from the tool's default toggle rates.
